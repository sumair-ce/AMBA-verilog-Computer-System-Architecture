$ cat config.mk
export PLATFORM = sky130hd
export DESIGN_NAME = SevenSegment
export DESIGN_NICKNAME = SevenSegment
export VERILOG_FILES = /design/flow/design.v
export SDC_FILE = /design/flow/constraint.sdc
export NUM_CORES = 4
export LEC_CHECK = 1
export CORE_UTILIZATION = 40
export SYNTH_HDL_FRONTEND = slang
$ cat constraint.sdc
current_design SevenSegment

set clk_period 3.5
set clk_io_pct 0.2

create_clock -name clk0 -period $clk_period [get_ports {clk}]

set non_clock_inputs [all_inputs -no_clocks]
set_input_delay [expr $clk_period * $clk_io_pct] -clock clk0 $non_clock_inputs
set_output_delay [expr $clk_period * $clk_io_pct] -clock clk0 [all_outputs]
$ cat design.v
`timescale 1ns / 1ps
`timescale 1ns / 1ps
module SevenSegment (
 input clk,
 input [31:0] address,
 input [31:0] data,
 input [31:0] coming_data,
 input [1:0] switch,
 output reg [3:0] enable,
 output reg [6:0] LED_out
);
 reg [3:0] sseg;
 reg [3:0] dig0, dig1, dig2, dig3;
 localparam N = 21;  
 reg [N-1:0] count2 = 0;  
 reg [1:0] count = 0;  
 always @(posedge clk) begin  
	case (switch)
		2'b00: begin dig0 <= address[3:0]; dig1 <= address[7:4]; dig2 <= address[11:8]; dig3 <= address[15:12]; end
		2'b01: begin dig0 <= data[3:0]; dig1 <= data[7:4]; dig2 <= data[11:8]; dig3 <= data[15:12]; end
		2'b10: begin dig0 <= coming_data[3:0]; dig1 <= coming_data[7:4]; dig2 <= coming_data[11:8]; dig3 <= coming_data[15:12]; end
	endcase
 end
 always @(posedge clk)  
begin
 if (count2 == 21'd400000)
 begin
 if(count==4) begin count<=0; count2<=0;end
 else begin count <= count + 1; count2 <= 0; end
 end
 else
 begin count2 <= count2 + 1; end
 end
 always @(*) begin
 case (count)
 2'b00: begin
 enable <= 4'b1110;  
 sseg <= dig0;
 end
 2'b01: begin
 enable <= 4'b1101;  
 sseg <= dig1;
 end
 2'b10: begin
 enable <= 4'b1011;  
 sseg <= dig2;
 end
 2'b11: begin
 enable <= 4'b0111;  
 sseg <= dig3;
 end
 endcase
 end
 always @(*) begin  
 case(sseg)
 4'b0000: LED_out <= 7'b0000001;  
 4'b0001: LED_out <= 7'b1001111;  
 4'b0010: LED_out <= 7'b0010010;  
 4'b0011: LED_out <= 7'b0000110;  
 4'b0100: LED_out <= 7'b1001100;  
 4'b0101: LED_out <= 7'b0100100;  
 4'b0110: LED_out <= 7'b0100000;  
 4'b0111: LED_out <= 7'b0001111;  
 4'b1000: LED_out <= 7'b0000000;  
 4'b1001: LED_out <= 7'b0000100;  
 4'b1010: LED_out <= 7'b0001000;  
 4'b1011: LED_out <= 7'b0000000;  
 4'b1100: LED_out <= 7'b0110001;  
 4'b1101: LED_out <= 7'b0000001;  
 4'b1110: LED_out <= 7'b0110000;  
 4'b1111: LED_out <= 7'b0111000;  
 default: LED_out <= 7'b0000001;  
 endcase
 end
endmodule
$ cat run.sh
#!/bin/bash
# OpenROAD 26Q1-2900-gdf79404cd8, Yosys 0.63+post, stock flow scripts
make -C /OpenROAD-flow-scripts/flow DESIGN_CONFIG=/design/flow/config.mk WORK_HOME=/design/flow/orfs finish
==> flow_summary.ini <==
; implementation run metrics
[timing]
final_hold_viol_count = 0
rsz0062_at_grt = true
worst_pin_slew_ns = 0.790
drv_slew = 0
period_needed_ns = 3.51
fin_skew_ns = 0.00987
fin_setup_tns_ns = -0.0126
period_used_pct = 100
max_freq_mhz = 285
holdWs_ns = 0.467
relSlewSlack_pct = 47.3
fin_ws_ns = -0.0126
setup_viol_count_final = 1

[global_route]
grt_pass1_vias = 1565
grt_pass1_wl_mm = 6.76
overflow = 0
grt_antenna_before_repair = 0
track_usage_pct = 16.1
grt_max_degree = 33

[min_path]
whs_path_depth = 1
min_path_type = flip-flop to flip-flop
min_to = count2[20]$_SDFF_PN0_
hold_start = count2[20]$_SDFF_PN0_

[final_layout]
syn2layout_area_growth_pct = 36.4
fillers = 485
design_area_mm2 = 0.00290
drive_above_1_share_pct = 5.26

[cts]
cts_tree = yes
clock_sinks = 39
clk_pin_slew_worst_paths_ns = 0.07
h-tree-depth = 2
ctsHoldBuffers = 0
cts_buffers = 5
clock_path_buffers = 2
ctsRootBufferMaster = clkbuf_8
insertion_delay_ns = 0.28

[yosys]
yosysTopAreaCell = edfxtp_1
ys_area_mm2 = 0.00213
synth_area_mm2 = 0.00213
synth-edff-count = 18
synth-warning-count = 0
synth-main-ff-cell = dfxtp_1
synthTopCellsByCount = 22 x nand2_1, 21 x dfxtp_1, 18 x edfxtp_1, 17 x o21ai_0, 16 x a22oi_1
top_cell = nand2_1
netlist.area_leader.share_pct = 25.4
synthCells = 223
yosysUniqueCellTypes = 34
top_cells_by_area = edfxtp_1 25%, dfxtp_1 20%, ha_1 8.8%
synth_async_sr_flop_share_pct = 0
ys_cells = 223
synth.avg_cell_area_um2 = 9.54
postSynthSeqShare_pct = 45.1
ys_ff = 39

[place]
globalplace.congestion = 0.798
dpl_cell_area_mm2 = 0.00280
port_buffers = 61
dpl.hpwl_mm = 3.26

[routing]
avgViaCountPerCell = 4.83
n_antenna_cell = 0
wirelength_mm = 4.15
antenna_left = 0
vias = 1713
dr.pass1.iters = 4
first_iter_violations = 67
wl_per_cell_um = 11.7
drc_errors = 0

[outcome]
status = finished, violations left
violations = negative setup slack

[power_and_ir_drop]
peakVddDrop_uv = 157
p_per_area_mw_per_mm2 = 331
leakage_nw = 1.06

[setup_path]
crit_type = flip-flop to output port
endpoint_kind = output port
r2r_setup_slack_ns = 1.34
worstSetupStartpointType = flip-flop
r2r_end = count[1]$_DFFE_PN_
r2r_cells = 3
cp.required_ns = 2.80
r2r-start = count2[12]$_SDFF_PN0_
critPathMaxFanout = 5
cp.arrival_ns = 2.81

[floorplan]
initCoreUtil_pct = 41.7
row_count = 26
ios = 110
dieWidth_um = 74.9
core_mm2 = 0.00511
chip_area_mm2 = 0.00562
die_h_um = 74.9

[job]
warnings = 86
maxCapViolCount = 0
[layout by cell type, fill, tap and decap left out, types with 3 or more instances in the layout]
cell,netlist,layout
nand3_1,13,13
a22oi_1,16,16
nand2_1,22,22
clkdlybuf4s50_1,0,61
o22ai_1,3,3
inv_1,12,11
xnor2_1,15,15
o21ai_0,17,17
nor2b_1,4,4
edfxtp_1,18,18
ha_1,15,14
nor2_1,14,14
clkbuf_8,0,5
dfxtp_1,21,21
and3_1,6,6
a21oi_1,9,7
a222oi_1,4,4
[worst max path at each step]
| stage | start | to | cells after the start |
|---|---|---|---|
| 6_report | count[0]$_DFFE_PN_ | LED_out[5] | 9 |
| 4_1_cts | count[0]$_DFFE_PN_ | LED_out[1] | 9 |
| 5_1_grt | count[0]$_DFFE_PN_ | LED_out[1] | 9 |
[stage by stage]
step	utilization, %	power, mW	cells	worst slack [ns]
after floorplan	-	0.593	223	0.948
after global placement	54.8	0.682	346	0.182
after detailed placement	54.8	0.683	346	0.147
after CTS	56.8	0.975	355	-0.0368
after global routing	56.8	1.02	355	-0.232
final	56.8	0.960	355	-0.0126
[final cells by class]
cell class	count	area (um^2)	area share, %
multi-input cells	162	1090	37.7
flip-flops and latches	39	961	33.1
repair buffers	63	626	21.6
well taps	70	87.6	3.02
clock buffers	6	72.6	2.50
inverters	13	48.8	1.68
clock inverters	2	12.5	0.431
[kinds of logic after synthesis]
family	share of synthesized area (%)
muxes	0.941
and+or+nand+nor	18.9
AOI/OAI and AO/OA	15.3
DFF	45.1
xor gates and xnor gates	7.00
buffers and inverters	3.88
adders and majority gates	8.82
[flip-flops by register name, summed over array words and instances (netlist names)]
name	flops
dig3	4
count	2
count2	21
dig1	4
dig0	4
dig2	4
[what timing repair did]
item,in CTS,in global routing
buffers inserted,1,0
resized,4,0
pin swaps,2,0
endpoints found under the setup margin,3,7
[per-layer routing]
metal	vias up	GRT usage (%)	wire [um]
li1	924	-	-
met1	734	25.6	2030
met2	51	25.0	1860
met3	4	2.71	208
met4	0	1.89	47
met5	-	0	0
[report_power, final]
group          switching (mW)  internal, mW
sequential            0.00732         0.507
combinational          0.0626        0.0983
clock                   0.146         0.139
[worst max-delay path, stage by stage (launching register included)]
cell and delay [ns]:
edfxtp_1 0.42, ha_1 0.29, a222oi_1 0.48, a21oi_2 0.17, inv_2 0.11, ha_1 0.22
nor2b_1 0.13, a21oi_1 0.10, and2_1 0.13, clkdlybuf4s50_1 0.46
No activity file was given, so power comes from the tool's default toggle rates.
